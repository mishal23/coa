**./config.mk**
```make
export PLATFORM = sky130hd
export DESIGN_NAME = decoder
export DESIGN_NICKNAME = decoder
export VERILOG_FILES = /design/flow/design.v
export SDC_FILE = /design/flow/constraint.sdc
export NUM_CORES = 4
export LEC_CHECK = 1
export CORE_AREA = 10 10 70 70
export DIE_AREA = 0 0 80 80
```
**./constraint.sdc**
```tcl
current_design decoder

set clk_period 1.2
set clk_io_pct 0.2

create_clock -name clk0 -period $clk_period

set non_clock_inputs [all_inputs -no_clocks]
set_input_delay [expr $clk_period * $clk_io_pct] -clock clk0 $non_clock_inputs
set_output_delay [expr $clk_period * $clk_io_pct] -clock clk0 [all_outputs]
```
**./design.v**
```verilog
module decoder(D,a,E);
output [15:0]D;     
input [3:0]a;
input E;         
assign D[0]=~a[3]&~a[2]&~a[1]&~a[0]&E,   
       D[1]=~a[3]&~a[2]&~a[1]&a[0]&E,
	   D[2]=~a[3]&~a[2]&a[1]&~a[0]&E,
	   D[3]=~a[3]&~a[2]&a[1]&a[0]&E,
	   D[4]=~a[3]&a[2]&~a[1]&~a[0]&E,
	   D[5]=~a[3]&a[2]&~a[1]&a[0]&E,
	   D[6]=~a[3]&a[2]&a[1]&~a[0]&E,
	   D[7]=~a[3]&a[2]&a[1]&a[0]&E,
	   D[8]=a[3]&~a[2]&~a[1]&~a[0]&E,
	   D[9]=a[3]&~a[2]&~a[1]&a[0]&E,
	   D[10]=a[3]&~a[2]&a[1]&~a[0]&E,
	   D[11]=a[3]&~a[2]&a[1]&a[0]&E,
	   D[12]=a[3]&a[2]&~a[1]&~a[0]&E,
	   D[13]=a[3]&a[2]&~a[1]&a[0]&E,
	   D[14]=a[3]&a[2]&a[1]&~a[0]&E,
	   D[15]=a[3]&a[2]&a[1]&a[0]&E;
endmodule
```
**./run.sh**
```bash
#!/bin/bash
# OpenROAD 26Q1-2900-gdf79404cd8, Yosys 0.63+post, stock flow scripts
make -C /OpenROAD-flow-scripts/flow DESIGN_CONFIG=/design/flow/config.mk WORK_HOME=/design/flow/orfs finish
```
==> out/results.txt <==
Outcome = finished, violations left
Failing checks = negative setup slack
Leakage power = 0.215 nW
Relative slew margins = 0.876
Distinct cells, synth = 8
Logic pwr share = 1.000
Ys cells = 23
Max cap viols = 0
Maximum clock rate = 756 MHz
Crit path capture type = primary output
Final hold viol count = 0
YS warnings = 0
Chip footprint = 0.00640 mm2
Remaining global-route overflow = 0
CLK BUF = 0
Final hold slack = 0.731 ns
Die X-Extent = 80 um
Mux share = 0
FP Core Util = 0.0344
Switching Fraction = 0.437
Maximum fanout along the worst path = 3
Sequential share of the synthesized area = 0
CP max stage delay = 0.40 ns
Filler cells = 390
PortBufs = 21
Critical path, cell by cell = buf_8 -> or3b_4 -> buf_6 -> nor3_2 -> buf_2
Setup violations, final = 6
WS Path Type = in2out
Routability cong. = 0.762
Initial antenna violation count = 0
I/O pin cnt = 21
Slowest cell on the critical path = or3b_4
XOR/XNOR Area Share = 0
Inst Count DP = 91
Psw = 46.3 uW
Design Power = 106 uW
Final core utilization = 0.143
Clock Power Share = 0
Flops = 0
Final setup margin = -0.124 ns
Area figure in the yosys stat output = 118 um2
Register area = 0 um2
PD cells = 216 mW/mm2
Largest net degree at the start of global routing = 8
Synth Cell Area = 118 um2
Aoi share = 0
Routed WL per cell = 10.0 um
Fin crit period = 1.32 ns
DRC = 0
Total GRT Usage = 0.0300
Cell area leaders = nor2_1, nor3_1, nand3b_1
Reg power frac = 0
Final period utilization = 1.10
Synth area leader = nor2_1
Critical Path RT = 0.96 ns
Vias in the first global route = 266
Initial drt markers = 7
Adder Share, Synth = 0
Top Layout Cells = buf_2, buf_4, nor2_1, buf_6
DRT Pass-1 Iters = 4
Worst EP arrival = 1.08 ns
First-pass GRT wire length = 1500 um
Max Slew Vio Count = 0
AND/OR/NAND/NOR Cells, Area Fraction = 1.00
Post-cts hold buffer count = 0
DP HPWL = 826 um
Post-Synthesis Cells = 23
Log Warnings = 34
Die Height = 80 um
Avg Cell Area, Syn = 5.11 um2
Worst VDD drop = 0.0398 mV
DR vias = 281
Hold Crit Class = in2out
Area Growth Syn to Fin = 316%
Vias/cell = 2.81
P_int = 59.5 uW
Standard-cell row count = 21
Core ar. = 0.00342 mm2
# diodes = 0
Most frequent logic cell in the layout = buf_2
Logic family by area = simple AND/OR/NAND/NOR gates
Drt total wl = 1000 um
Proportion of layout cells with a drive suffix above 1 = 0.796
Slew @ Worst Pin = 0.186 ns
Worst setup SP type = primary input
RSZ-0062 raised after global routing = yes
Non-Filler Instances = 100
Antenna violation net count after detailed routing = 0
Dominant cell area share = 0.383
==> cell usage after synthesis, drive strengths merged <==
master   n
nand3    1
nor2    12
nand2    1
nor3     4
or3b     1
nand2b   2
nand3b   2
==> timing repair <==
item                                    in CTS  in global routing
buffers inserted                             9                  2
gates resized                               86                 16
endpoints found under the setup margin      16                  7
pin swaps                                   16                  5
==> power by group through the flow <==
stage     sequential, mW  combinational (mW)  clock (mW)
4_1_cts                0              0.0960           0
5_1_grt                0               0.115           0
6_report               0               0.106           0
==> metrics by stage <==
stage / setup WS, ns / TNS [ns] / cell area [um2]
2_1_floorplan: 0.254 / 0 / 118
3_3_place_gp: -0.776 / -11.00 / 393
3_5_place_dp: -0.798 / -11.20 / 393
4_1_cts: -0.167 / -0.398 / 463
5_1_grt: -0.147 / -0.774 / 489
6_report: -0.124 / -0.450 / 489
==> critical path: cells and delay by family <==
kind | cells | cell delay, ns
simple gates | 2 | 0.50
buf+inv | 3 | 0.34
==> cell families after synthesis <==
logic type	Yosys count
and+or+nand+nor	23
==> per-layer routing <==
metal | vias to the layer above | share of wire | global-route usage
met5 | - | 0 | 0
met4 | 0 | 0 | 0
met3 | 0 | 0.19 | 0.0239
met2 | 13 | 0.42 | 0.0449
met1 | 124 | 0.38 | 0.0349
li1 | 144 | - | -
==> final timing paths <==
kind | cells past startpoint | slack [ns] | end | startpoint
setup / recovery | 5 | -0.12 | D[0] | a[0]
hold / removal | 3 | 0.73 | D[2] | a[3]
==> final cells by class <==
class,count,area [um2],area share
Tap cell,46,57.6,0.118
Timing Repair Buffer,31,236,0.483
Multi-Input combinational cell,23,195,0.399
Power is estimated from default activity; no workload was simulated.
