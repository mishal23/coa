==> design/flow/design.v <==
module encoder(a,d,E);
output [3:0]a;
input [15:0]d;
input E;
wire t1,t2,t3,t4;
  or(t1,d[8],d[9],d[10],d[11],d[12],d[13],d[14],d[15]),
    (t2,d[4],d[5],d[6],d[7],d[12],d[13],d[14],d[15]),
    (t3,d[2],d[3],d[6],d[7],d[10],d[11],d[14],d[15]),
    (t4,d[1],d[3],d[5],d[7],d[9],d[11],d[13],d[15]);
 and(a[3],t1,E),
    (a[2],t2,E),
    (a[1],t3,E),
    (a[0],t4,E);
endmodule
==> design/flow/run.sh <==
#!/bin/bash
# OpenROAD 26Q1-2900-gdf79404cd8, Yosys 0.63+post, stock flow scripts
make -C /OpenROAD-flow-scripts/flow DESIGN_CONFIG=/design/flow/config.mk WORK_HOME=/design/flow/orfs finish
==> design/flow/config.mk <==
export PLATFORM = sky130hd
export DESIGN_NAME = encoder
export DESIGN_NICKNAME = encoder
export VERILOG_FILES = /design/flow/design.v
export SDC_FILE = /design/flow/constraint.sdc
export NUM_CORES = 4
export LEC_CHECK = 1
export CORE_AREA = 10 10 70 70
export DIE_AREA = 0 0 80 80
==> design/flow/constraint.sdc <==
current_design encoder

set clk_period 1.0
set clk_io_pct 0.2

create_clock -name clk0 -period $clk_period

set non_clock_inputs [all_inputs -no_clocks]
set_input_delay [expr $clk_period * $clk_io_pct] -clock clk0 $non_clock_inputs
set_output_delay [expr $clk_period * $clk_io_pct] -clock clk0 [all_outputs]
==> flow_summary.toml <==
# implementation run metrics
[outcome]
outcome = "finished, violations left"
violations = "setup timing"

[synth]
ys_cells = 11
largest_area_cell = "nor4_1"
ys_seq_share_pct = 0
syn_area_sq_um = 80.1
ys_types = 3
synth.area.top_cells = "nor4_1 (47%), a21boi_0 (38%), nor4_2 (16%)"
avgSynthCellArea_sq_um = 7.28
yosys_area_sq_um = 80.1
syn_inst = 11
synth_warnings = 0
top_area_share_pct = 46.9

[global_route]
grt_antenna_before_repair = 0
grt_pass1_vias = 210
grt.overflow.total = 0
grt_pass1_wl_um = 1020
grt_max_degree = 5
grt_util_all_layers_pct = 1.89

[drt]
drt_iter0_drc = 0
viasPerCell = 2.57
firstDrtPassIters = 1
diodes = 0
wire_per_inst_um = 9.30
wl_um = 735
drc = 0
antenna_left = 0
via_count = 203

[power_and_ir_drop]
power_density_nw_per_um2 = 273
fin_total_pwr_mw = 0.0950
p_leak_nw = 0.126
irDropWorstVdd_uv = 24.8

[worst_setup_path]
cpMaxStageDelayCell = "nor4_4"
critPathLaunchType = "input port"
critPathMaxStageDelay_ns = 0.27
end_kind = "primary output"
crit_fanout = 3
path_cells = "buf_8 > nor4_4 > buf_4 > a21boi_2 > buf_2"
crit_type = "in -> out"
worst_ep_arrival_time_ns = 0.89
critical_path_required_ns = 0.80

[final_timing]
fin_crit_ns = 1.09
rsz0062_at_grt = "true"
setup_ws_ns = -0.0862
clock.fmax_ghz = 0.921
slew_violations = 0
final-hold-violation-count = 0
max_slew.worst_pin.slew_ns = 0.247
finalSetupViolCount = 3
maxSlewHeadroom_pct = 83.4
finalCritPeriodShare_pct = 109

[die]
fp_util_pct = 2.34
fp.coreArea_sq_um = 3420
ios = 21
rows = 21
dieArea_sq_um = 6400
dieWidth_um = 80
die_h_um = 80

[finish]
final_core_util_pct = 10.2
area_delta_synth_final_pct = 334
mostFrequentLayoutCells = "buf_2 (9), nor4_2 (4), buf_6 (4), a21boi_1 (3), clkdlybuf4s15_1 (3)"
flops = 0
drive_gt1_share_pct = 69.7
layout_top_cell = "buf_2"
seq_area_sq_um = 0
nClkBuffers = 0

[worst_hold_path]
hold-path-cell-count = 4
hp-class = "in -> out"
hp-start = "d[9]"
holdPathEnd = "a[3]"

[placement]
io_buffers = 20
globalplace.congestion = 0.826

[job]
drv_cap = 0
warning_count = 35

[clock_network]
cts_hold_buffers = 0
metal layers:
| metal | wire [um] | vias up | global-route usage [%] |
|---|---|---|---|
| met3 | 170 | 0 | 1.59 |
| met1 | 310 | 89 | 2.11 |
| met4 | 0 | 0 | 0 |
| met2 | 255 | 17 | 2.89 |
| met5 | 0 | - | 0 |
| li1 | - | 97 | - |
timing repair:
action | 4_1_cts | 5_1_grt
pin swaps | 11 | 8
setup endpoints to repair | 4 | 4
buffers inserted | 2 | 0
gates resized | 74 | 6
gates cloned | 0 | 0
cell usage after synthesis:
library cell / n
nor4_1: 6
nor4_2: 1
a21boi_0: 4
worst max-delay path, delay by kind of cell:
kind	cells	cell delay, ns
AOI/OAI and AO/OA	1	0.04
buffers and inverters	3	0.37
and+or+nand+nor	1	0.27
cell type report:
cell class | count | area, sq um
Timing Repair Buffer | 22 | 173
Fill cell | 395 | 3070
Multi-Input combinational cell | 11 | 118
Tap cell | 46 | 57.6
power breakdown:
part	switching [mW]	internal [mW]	total, mW
Clock	0	0	0
Sequential	0	0	0
Combinational	0.0350	0.0600	0.0950
Total	0.0350	0.0600	0.0950
metrics by stage:
stage               cell area, sq um  setup TNS [ns]  cells  hold WS, ns  setup slack, ns
floorplan                       80.1               0     11        0.480            0.269
global placement                 338           -2.95     77         1.40           -0.810
detailed placement               338           -2.97     77         1.40           -0.790
CTS                              339          -0.303     79        0.738           -0.111
global route                     348          -0.345     79        0.751           -0.144
finish                           348          -0.184     79        0.731          -0.0862
worst max path at each step:
stage         start    to  slack (ns)
finish        d[15]  a[3]       -0.09
CTS           d[12]  a[3]       -0.11
global route  d[15]  a[2]       -0.14
kinds of logic after synthesis:
| family | after synthesis | synth area share [%] |
|---|---|---|
| AND-OR/OR-AND | 4 | 37.5 |
| AND/OR/NAND/NOR | 7 | 62.5 |
Power figures rest on the tool's default switching activity, not on a simulated workload.
