--- run.sh ---
#!/bin/bash
# OpenROAD 26Q1-2900-gdf79404cd8, Yosys 0.63+post, stock flow scripts
make -C /OpenROAD-flow-scripts/flow DESIGN_CONFIG=/design/flow/config.mk WORK_HOME=/design/flow/orfs finish
--- config.mk ---
export PLATFORM = sky130hd
export DESIGN_NAME = ALU_1_bit
export DESIGN_NICKNAME = ALU_1_bit
export VERILOG_FILES = /design/flow/design.v
export SDC_FILE = /design/flow/constraint.sdc
export NUM_CORES = 4
export LEC_CHECK = 1
export CORE_AREA = 10 10 70 70
export DIE_AREA = 0 0 80 80
--- constraint.sdc ---
current_design ALU_1_bit

set clk_period 2.1
set clk_io_pct 0.2

create_clock -name clk0 -period $clk_period

set non_clock_inputs [all_inputs -no_clocks]
set_input_delay [expr $clk_period * $clk_io_pct] -clock clk0 $non_clock_inputs
set_output_delay [expr $clk_period * $clk_io_pct] -clock clk0 [all_outputs]
--- design.v ---
module ALU_1_bit(result,zero_flag,a,b,Ainvert,Binvert,op,cy_in);
  output result,zero_flag;                          
  input a,b,Ainvert,Binvert,cy_in;                  
  input [1:0]op;                                     
  wire _a,_b,_and,_or,_sum,_carry,less,t,less1;      
  FA f4(less1,t,a,b,1'b1);                           
  or(zero_flag,less1,1'b0);                          
  mux2 f1(Ainvert,a,~a,_a);                          
  mux2 f2(Binvert,b,~b,_b);                          
  and (_and,_a,_b);                                  
  or (_or,_a,_b);                                    
  FA f3(_sum,_carry,_a,_b,cy_in);                    
  FA f6(less,t,_a,_b,1'b1);                          
  mux4 f5(op,_and,_or,_sum,less,result);              
endmodule
module mux2(input select,a1,a2,output o);         
  wire t1,t2;
  nand(t1,a1,~select);
  nand(t2,a2,select);
  nand(o,t1,t2);
endmodule
module mux4(select,a1,a2,a3,a4,o);               
  input [1:0]select;
  input a1,a2,a3,a4;
  output o;
  wire t1,t2,t3,t4;
  nand(t1,a1,~select[1],~select[0]);
  nand(t2,a2,~select[1],select[0]);
  nand(t3,a3,select[1],~select[0]);
  nand(t4,a4,select[1],select[0]);
  nand(o,t1,t2,t3,t4);
endmodule
module FA(sum,cy_out,a,b,cy_in);              
  output sum,cy_out;
  input a,b,cy_in;
  wire t1,t2,t3;
  HA G1(t1,t2,a,b);                            
  HA G2(sum,t3,t1,cy_in);                      
  or (cy_out,t3,t2);
endmodule
module HA(sum,cy_out,a,b);                  
  output sum,cy_out;
  input a,b;
  xor (sum,a,b);                             
  and (cy_out,a,b);
endmodule
==> results.cfg <==
; flow metrics
[floorplanning]
coreArea_mm2 = 0.00342
rows = 21
die_y_um = 80
die_w_um = 80
io_pins = 9
fp_util_pct = 2.93
die_area_mm2 = 0.00640

[yosys]
ys_seq_share_pct = 0
xor_share_pct = 35.0
ys_sh_aoi_pct = 5.00
synth.distinct_cells = 9
syn_area_um2 = 100
syn_area_per_cell_um2 = 7.70
synth_warnings = 0
synthMuxAreaShare_pct = 0
ys_cells = 13
syn-instance-count = 13
synthAdderAreaFrac_pct = 25.0
yosys_area_um2 = 100
simple_gate_area_share_pct = 27.5
topCombFamilyByArea = XOR/XNOR gates

[sta]
finalHoldViolCount = 0
worst_pin_slew_ps = 150
setup_viol_count_final = 0
slew_headroom_pct = 90.0
fin_crit_sh_pct = 93.8
holdWs_ps = 1500
fin_setup_tns_ps = 0
rsz0062_at_grt = no
period_minus_slack_ps = 1970
fmax_ghz = 0.508
slew_viol_final = 0

[placement]
portBuffers = 9
dp_hpwl_um = 303
post_dp_cell_area_um2 = 263
gp_congestion = 0.753
place_inst = 70

[worst_setup_path]
path_max_fanout = 2
slowest_stage = ha_1
crit_arrival_ps = 1550
crit_type = input port to output port
start_kind = input port
crit_family = buffers and inverters
crit_chain = dlygate4sd2_1, xor2_2, ha_1, xor2_1, a21oi_1, clkbuf_2
cp.required_ps = 1680
crit_path_max_incr_delay_ps = 290
cp_num_buf_inv = 2
end_kind = output port

[global_route]
grt_usage_pct = 0.925
use_met2_pct = 1.69
grt_max_degree = 4
use_met1_pct = 1.19
antenna_found_initial = 0
grt_overflow = 0
top_usage_layer = met2
use_met3_pct = 0.114
grt_pass1_vias = 114
grt_pass1_wl_um = 510

[layout]
final_core_util_pct = 7.95
drive_gt1_share_pct = 29.2
layout.cells.non_filler = 70
flop_area_um2 = 0
flops = 0
logic_area_um2 = 108
num-clock-buffers = 0
syn_to_final_growth_pct = 171
design_area_um2 = 272
layout.cells.most_common = clkdlybuf4s50_1
fill_cells = 406

[outcome]
status = finished, final reports clean

[routing]
dr.pass1.iters = 1
drc = 0
viasPerCell = 1.53
postRouteAntennaNets = 0
vias = 107
wl_um = 313
insertedDiodeCount = 0
first_iter_violations = 0
wl_per_cell_um = 4.47

[power]
vdd_ir_drop_max_mv = 0.0167
p_leak_nw = 0.107
p_switching_uw = 17.2
power.density_mw_per_mm2 = 170
seqPwrFrac_pct = 0
combPwrFrac_pct = 100.0
p_sw_share_pct = 37.2
clkPwrFrac_pct = 0
p_int_uw = 29.1

[worst_hold_path]
min_path_type = input port to output port
holdCritStartpoint = op[1]
holdPathEnd = result
min_delay_path_depth = 3

[run]
maxCapViolCount = 0
openroad.warnings = 33

[clock_tree]
cts_setup_buffers = 0
-- synthesized netlist by cell type, drive strengths merged --
library cell	instances	area, um^2
a21oi	1	5.00
and2b	1	7.51
ha	2	25.0
inv	2	7.51
nor2	1	3.75
nor2b	1	6.26
nor3	1	10.0
xnor2	1	8.76
xor2	3	26.3
-- how the worst max path moves through the flow --
stage	slack, ps	end	cells past startpoint	from
final	130	result	6	Ainvert
after global routing	50	result	8	Ainvert
after CTS	30	result	6	Binvert
-- layout make-up --
cell class                      count  share of cell area (%)
Inverter                            2                    2.76
Timing Repair Buffer               11                    36.4
Tap cell                           46                    21.2
Multi-Input combinational cell     11                    39.6
-- metrics by stage --
stage	power [mW]	worst slack, ps
final	0.0463	131
after global routing	0.0530	46.3
after CTS	0.0486	31.4
after detailed placement	0.0505	-560
after global placement	0.0497	-556
after floorplan	0.0185	562
-- metal layers --
metal  wire, um  share of wire, %  vias up
met3         14               4.5        0
li1           -                 -       60
met2        153                49        4
met5          0                 0        -
met4          0                 0        0
met1        145                46       43
-- repair_timing --
item	in CTS	in global routing
resized	10	2
hold endpoints to repair	0	0
pin swaps	4	1
hold buffers	0	0
setup endpoints to repair	1	1
-- logic make-up (layout without fill, tap and decap cells) --
logic type | Yosys count | in the layout
AOI/OAI and AO/OA | 1 | 1
xor gates and xnor gates | 4 | 4
adders and majority gates | 2 | 2
buffers and inverters | 2 | 13
and+or+nand+nor | 4 | 4
-- power groups by stage --
stage | registers [mW] | clock network, mW | logic (mW)
6_report | 0 | 0 | 0.0463
5_1_grt | 0 | 0 | 0.0530
4_1_cts | 0 | 0 | 0.0486
Power and IR drop assume default switching activity.
